==> design.v <==
`timescale 1ns/100ps
module alu(DATA1,DATA2,SELECT,RESULT,ZERO,R,RS);
    input [7:0] DATA1,DATA2;
    input [2:0] SELECT;
    input [1:0] RS;
    input R; 
    output reg [7:0] RESULT;
    output reg ZERO;
    wire [7:0] fOut,addOut,andOut,orOut,PRODUCT,SHIFT_OUT;
    and_1 and_1(DATA1,DATA2,andOut);
    forward_1 forward_1(DATA1,DATA2,fOut);
    add_1 add_1(DATA1,DATA2,addOut);
    or_1 or_1(DATA1,DATA2,orOut);
    mul multiplier_8x8(DATA1,DATA2,PRODUCT);
    Shifter alu_shift(DATA1,DATA2,R,SHIFT_OUT,RS);
    always @(SELECT,fOut,addOut,andOut,orOut,PRODUCT,SHIFT_OUT)
    begin
        case(SELECT)
        3'b000  :RESULT=fOut;
        3'b001  :RESULT=addOut;
        3'b010  :RESULT=andOut;
        3'b011  :RESULT=orOut;
        3'b100  :RESULT=PRODUCT;
        3'b101  :RESULT=SHIFT_OUT;
        endcase
    end
    always @(addOut)begin
        if (addOut == 0)ZERO = 1;
        if (addOut != 0)ZERO = 0;
    end
endmodule
module add_1(DATA1,DATA2,addOut);
    input [7:0] DATA1,DATA2;
    output reg [7:0] addOut;
    always @(DATA1,DATA2) begin
        #2 addOut = DATA1 + DATA2;
    end
endmodule
module and_1(DATA1,DATA2,andOut);
    input [7:0] DATA1,DATA2;
    output reg [7:0] andOut;
    always @(DATA1,DATA2) begin
        #1 andOut = DATA1 & DATA2;
    end
endmodule
module or_1(DATA1,DATA2,orOut);
    input [7:0] DATA1,DATA2;
    output reg [7:0] orOut;
    always @(DATA1,DATA2) begin
        #1 orOut = DATA1 | DATA2;
    end
endmodule
module forward_1(DATA1,DATA2,fOut);
    input [7:0] DATA1,DATA2;
    output reg [7:0] fOut;
    always @(DATA1,DATA2) begin
        #1 fOut = DATA2;
    end
endmodule
module beq(DATA1,DATA2,ZERO);
    input [7:0] DATA1,DATA2;
    output reg ZERO;
    always @(DATA1,DATA2)begin
        if (DATA1 == DATA2);ZERO = 1'b1;
        if (DATA1 != DATA2);ZERO = 1'b0;
    end
endmodule
module mul(DATA1, DATA2, PRODUCT);
    input [7:0] DATA1, DATA2;
    output [7:0] PRODUCT;
    wire [6:0] Cout [6:0];
    wire [5:0] Sout [5:0];
    wire [7:0] temp;
    assign temp[0] = DATA1[0] & DATA2[0];
    halfadder HA1_1(DATA1[1] & DATA2[0],DATA1[0] & DATA2[1],temp[1],Cout[0][0]);
    fulladder FA1_1(DATA1[2] & DATA2[0],DATA1[1] & DATA2[1],Cout[0][0],Sout[0][0],Cout[0][1]);
    fulladder FA2_1(DATA1[3] & DATA2[0],DATA1[2] & DATA2[1],Cout[0][1],Sout[0][1],Cout[0][2]);
    fulladder FA3_1(DATA1[4] & DATA2[0],DATA1[3] & DATA2[1],Cout[0][2],Sout[0][2],Cout[0][3]);
    fulladder FA4_1(DATA1[5] & DATA2[0],DATA1[4] & DATA2[1],Cout[0][3],Sout[0][3],Cout[0][4]);
    fulladder FA5_1(DATA1[6] & DATA2[0],DATA1[5] & DATA2[1],Cout[0][4],Sout[0][4],Cout[0][5]);
    fulladder FA6_1(DATA1[7] & DATA2[0],DATA1[6] & DATA2[1],Cout[0][5],Sout[0][5],Cout[0][6]);
    halfadder HA1_2(DATA1[0] & DATA2[2],Sout[0][0],temp[2],Cout[1][0]);
    fulladder FA1_2(DATA1[1] & DATA2[2],Sout[0][1],Cout[1][0],Sout[1][0],Cout[1][1]);
    fulladder FA2_2(DATA1[2] & DATA2[2],Sout[0][2],Cout[1][1],Sout[1][1],Cout[1][2]);
    fulladder FA3_2(DATA1[3] & DATA2[2],Sout[0][3],Cout[1][2],Sout[1][2],Cout[1][3]);
    fulladder FA4_2(DATA1[4] & DATA2[2],Sout[0][4],Cout[1][3],Sout[1][3],Cout[1][4]);
    fulladder FA5_2(DATA1[5] & DATA2[2],Sout[0][5],Cout[1][4],Sout[1][4],Cout[1][5]);
    halfadder HA1_3(DATA1[0] & DATA2[3],Sout[1][0],temp[3],Cout[2][0]);
    fulladder FA1_3(DATA1[1] & DATA2[3],Sout[1][1],Cout[2][0],Sout[2][0],Cout[2][1]);
    fulladder FA2_3(DATA1[2] & DATA2[3],Sout[1][2],Cout[2][1],Sout[2][1],Cout[2][2]);
    fulladder FA3_3(DATA1[3] & DATA2[3],Sout[1][3],Cout[2][2],Sout[2][2],Cout[2][3]);
    fulladder FA4_3(DATA1[4] & DATA2[3],Sout[1][4],Cout[2][3],Sout[2][3],Cout[2][4]);
    halfadder HA1_4(DATA1[0] & DATA2[4],Sout[2][0],temp[4],Cout[3][0]);
    fulladder FA1_4(DATA1[1] & DATA2[4],Sout[2][1],Cout[3][0],Sout[3][0],Cout[3][1]);
    fulladder FA2_4(DATA1[2] & DATA2[4],Sout[2][2],Cout[3][1],Sout[3][1],Cout[3][2]);
    fulladder FA3_4(DATA1[3] & DATA2[4],Sout[2][3],Cout[3][2],Sout[3][2],Cout[3][3]);
    halfadder HA1_5(DATA1[0] & DATA2[5],Sout[3][0],temp[5],Cout[4][0]);
    fulladder FA1_5(DATA1[1] & DATA2[5],Sout[3][1],Cout[4][0],Sout[4][0],Cout[4][1]);
    fulladder FA2_5(DATA1[2] & DATA2[5],Sout[3][2],Cout[4][1],Sout[4][1],Cout[4][2]);
    halfadder HA1_6(DATA1[0] & DATA2[6],Sout[4][0],temp[6],Cout[5][0]);
    fulladder FA1_6(DATA1[1] & DATA2[6],Sout[4][1],Cout[5][0],Sout[5][0],Cout[5][1]);
    halfadder HA1_7(DATA1[0] & DATA2[7],Sout[5][0],temp[7],Cout[6][0]);
    assign #3 PRODUCT = temp;
endmodule
module halfadder(
    input a,
    input b,
    output sum,
    output cOut
);
    assign sum = a ^ b;
    assign cOut = a & b;
endmodule
module fulladder(
    input a,
    input b,
    input cIn,
    output sum,
    output cOut
);
    assign sum = a ^ b ^ cIn;
    assign cOut = (a & b) | (b & cIn) | (a & cIn);
endmodule
module mux_2bit(IN0,IN1,SWITCH,OUT);
    input IN0,IN1;
    input SWITCH;
    output reg OUT;
    always @(SWITCH,IN0,IN1)begin
    if (SWITCH == 0)OUT =IN0;
    if (SWITCH == 1)OUT =IN1;
    end
endmodule
module mux_layer(IN_0,IN_1,SWITCH,OUT);
    input [7:0] IN_0,IN_1;
    input SWITCH;
    output [7:0] OUT;
    mux_2bit mux0(IN_0[0],IN_1[0],SWITCH,OUT[0]);
    mux_2bit mux1(IN_0[1],IN_1[1],SWITCH,OUT[1]);
    mux_2bit mux2(IN_0[2],IN_1[2],SWITCH,OUT[2]);
    mux_2bit mux3(IN_0[3],IN_1[3],SWITCH,OUT[3]);
    mux_2bit mux4(IN_0[4],IN_1[4],SWITCH,OUT[4]);
    mux_2bit mux5(IN_0[5],IN_1[5],SWITCH,OUT[5]);
    mux_2bit mux6(IN_0[6],IN_1[6],SWITCH,OUT[6]);
    mux_2bit mux7(IN_0[7],IN_1[7],SWITCH,OUT[7]);
endmodule
module mux_8(IN0,IN1,SWITCH,OUT);
    input [7:0] IN0,IN1;
    input SWITCH;
    output reg [7:0] OUT;
    always @(SWITCH,IN0,IN1)begin
    if (SWITCH == 0)OUT =IN0;
    if (SWITCH == 1)OUT =IN1;
    end
endmodule
module right_left_shifter(IN,S0,S1,S2,R,OUT,RS0,RS1);
    input [7:0] IN;
    input S0,S1,S2,R,RS0,RS1;
    output [7:0] OUT;
    mux_3bit mux31(1'b0,IN[7],IN[0],RS0,RS1,R1[7]);
    mux_3bit mux32(1'b0,L1_OUT[7],L1_OUT[1],RS0,RS1,R2[7]);
    mux_3bit mux33(1'b0,L1_OUT[7],L1_OUT[0],RS0,RS1,R2[6]);
    mux_3bit mux34(1'b0,L2_OUT[7],L2_OUT[3],RS0,RS1,R3[7]);
    mux_3bit mux35(1'b0,L2_OUT[7],L2_OUT[2],RS0,RS1,R3[6]);
    mux_3bit mux36(1'b0,L2_OUT[7],L2_OUT[1],RS0,RS1,R3[5]);
    mux_3bit mux37(1'b0,L2_OUT[7],L2_OUT[0],RS0,RS1,R3[4]);
    wire [7:0] L1_OUT,L1_IN,L2_IN,L2_OUT,L3_IN,L3_OUT;
    wire [7:0] L1,R1,L2,R2,L3,R3;
    assign L1[0] = 1'b0;
    assign L1[1] = IN[0];
    assign L1[2] = IN[1];
    assign L1[3] = IN[2];
    assign L1[4] = IN[3];
    assign L1[5] = IN[4];
    assign L1[6] = IN[5];
    assign L1[7] = IN[6];
    assign R1[0] = IN[1];
    assign R1[1] = IN[2];
    assign R1[2] = IN[3];
    assign R1[3] = IN[4];
    assign R1[4] = IN[5];
    assign R1[5] = IN[6];
    assign R1[6] = IN[7];
    assign L2[0] = 1'b0;
    assign L2[1] = 1'b0;
    assign L2[2] = L1_OUT[0];
    assign L2[3] = L1_OUT[1];
    assign L2[4] = L1_OUT[2];
    assign L2[5] = L1_OUT[3];
    assign L2[6] = L1_OUT[4];
    assign L2[7] = L1_OUT[5];
    assign R2[0] = L1_OUT[2];
    assign R2[1] = L1_OUT[3];
    assign R2[2] = L1_OUT[4];
    assign R2[3] = L1_OUT[5];
    assign R2[4] = L1_OUT[6];
    assign R2[5] = L1_OUT[7];
    assign L3[0] = 1'b0;
    assign L3[1] = 1'b0;
    assign L3[2] = 1'b0;
    assign L3[3] = 1'b0;
    assign L3[4] = L2_OUT[0];
    assign L3[5] = L2_OUT[1];
    assign L3[6] = L2_OUT[2];
    assign L3[7] = L2_OUT[3];
    assign R3[0] = L2_OUT[4];
    assign R3[1] = L2_OUT[5];
    assign R3[2] = L2_OUT[6];
    assign R3[3] = L2_OUT[7];
    mux_8 mux_L1(L1,R1,R,L1_IN);
    mux_layer layer1(IN,L1_IN,S0,L1_OUT);
    mux_8 mux_L2(L2,R2,R,L2_IN);
    mux_layer layer2(L1_OUT,L2_IN,S1,L2_OUT);
    mux_8 mux_L3(L3,R3,R,L3_IN);
    mux_layer layer3(L2_OUT,L3_IN,S2,L3_OUT);
    assign #3 OUT = L3_OUT;
endmodule
module Shifter(DATA1,DATA2,R,SHIFT_OUT,RS);
    input [7:0] DATA1,DATA2;
    input [1:0] RS;
    input R;
    output [7:0] SHIFT_OUT;
    wire S0,S1,S2,RS0,RS1;
    assign S0 = DATA2[0];
    assign S1 = DATA2[1];
    assign S2 = DATA2[2];
    assign RS0 = RS[0];
    assign RS1 = RS[1];
    right_left_shifter shifter(DATA1,S0,S1,S2,R,SHIFT_OUT,RS0,RS1);
endmodule
module mux_3bit(IN0,IN1,IN2,R0,R1,OUT);
    input IN0,IN1,IN2,R0,R1;
    output reg OUT;
    always @(IN0,IN1,IN2,R0,R1) begin
    if (R0 == 0 && R1 == 0)OUT=IN0;
    if (R0 == 1 && R1 == 0)OUT=IN1;
    if (R0 == 0 && R1 == 1)OUT=IN2;
    end
endmodule
==> run.sh <==
#!/bin/bash
# OpenROAD 26Q1-2900-gdf79404cd8, Yosys 0.63+post, stock flow scripts
make -C /OpenROAD-flow-scripts/flow DESIGN_CONFIG=/design/flow/config.mk WORK_HOME=/design/flow/orfs finish
==> config.mk <==
export PLATFORM = sky130hd
export DESIGN_NAME = alu
export DESIGN_NICKNAME = alu
export VERILOG_FILES = /design/flow/design.v
export SDC_FILE = /design/flow/constraint.sdc
export NUM_CORES = 4
export LEC_CHECK = 1
export CORE_UTILIZATION = 40
==> constraint.sdc <==
current_design alu

set clk_period 3.7
set clk_io_pct 0.2

create_clock -name clk0 -period $clk_period

set non_clock_inputs [all_inputs -no_clocks]
set_input_delay [expr $clk_period * $clk_io_pct] -clock clk0 $non_clock_inputs
set_output_delay [expr $clk_period * $clk_io_pct] -clock clk0 [all_outputs]
==> flow_summary.yaml <==
# physical design summary
timing:
  untimed_endpoints: 23
  final-hold-violation-count: 0
  rsz0062_at_grt: "no"
  unclocked_regs: 15
  worstMarginPinSlew_ps: 708
  slew_headroom: 0.528
  min_period_ps: 3620
  slew_violations: 0
  setup_violations: 0
  fmax_ghz: 0.277
  setup_slack_ps: 84.7
  fin_crit_sh: 0.977
hold_path:
  worstHoldPathType: "in -> out"
  worstHoldStart: "DATA1[1]"
  hold_end: "ZERO"
  hold_depth: 7
detailed_routing:
  diodes: 0
  vias_per_cell: 5.49
  drt_first_pass_iters: 4
  dr_total_vias: 2582
  final_antenna_net_count: 0
  drtIter0Drc: 204
  drt_wl_total_um: 7810
  route.detailed.drc: 0
  routedWlPerCell_um: 16.6
logic_synthesis:
  edf_count: 0
  yosys-stat-cells: 331
  ys_area_sq_mm: 0.00242
  synth.distinct_cells: 51
  syn_area_per_cell_sq_um: 7.30
  ys_ff: 15
  ys_warn_count: 9
  synth-async-reset-ratio: 0
  synthTopCellsByArea: "fa_1, ha_1, dlxtn_1, nor2_1, a21oi_1"
  synth_top_cell_by_area: "fa_1"
  yosysTopAreaCellShare: 0.124
  synth_area_sq_mm: 0.00242
  synth_cells: 331
  common_cells: "nor2_1, nand2_1, a21oi_1, ha_1"
  synth.most_common_cell: "nor2_1"
  synthFlopType: "dlxtn_1"
layout:
  fin_cells: 470
  areaGrowthSynthToFinish_pct: 32.2
  drive_gt1_frac: 0.183
job:
  openroad.warnings: 41
  max_cap_violations: 0
global_routing:
  grt_overflow: 0
  grt_max_degree: 25
  grt_pass1_wl_um: 12400
  track_usage: 0.268
  grt_pass1_vias: 2409
  antenna_found_initial: 0
power_and_ir_drop:
  vdd.ir_drop.worst_v: 0.000169
  power.density_mw_per_mm2: 186
  leakagePower_nw: 1.44
die:
  ios: 31
  die-area_sq_mm: 0.00636
  core_area_sq_mm: 0.00568
  initial_core_util: 0.426
  die_x_um: 79.7
  fp-row-count: 27
  die_h_um: 79.7
placement:
  placedCellCount: 470
  dp_hpwl_um: 6400
  io_buffers: 31
  gp_congestion: 0.988
  preCtsSetupSlack_ps: -420
setup_path:
  worstSetupEndpointType: "output port"
  required_ps: 2960
  cp_max_fo: 2
  crit_type: "in -> out"
  cp_data_arrival_time_ps: 2880
  worstSetupStartpointType: "input port"
cts:
  hold_buffers: 0
  cts_setup_buffers: 0
status:
  status: "finished, final reports clean"
-- cells in the final DEF (no fill, tap or decap), types with 3 or more instances in the layout --
| cell type | instances |
|---|---|
| nor2_1 | 50 |
| buf_4 | 50 |
| nand2_1 | 32 |
| clkdlybuf4s50_1 | 28 |
| a21oi_1 | 24 |
| inv_1 | 22 |
| o21ai_0 | 22 |
| ha_1 | 20 |
| dlxtn_1 | 15 |
| fa_1 | 14 |
| xnor2_1 | 13 |
| mux2i_1 | 10 |
| nand2b_1 | 10 |
| o22ai_1 | 7 |
| xor2_1 | 6 |
| a31oi_1 | 5 |
| a211oi_1 | 4 |
| and2_1 | 4 |
| nor3_1 | 3 |
| nor2b_1 | 3 |
| mux2_2 | 3 |
| o21a_1 | 3 |
| dlygate4sd2_1 | 3 |
-- power by group --
| part | internal, mW | total [mW] | leakage, nW | switching (mW) |
|---|---|---|---|---|
| clock | 0 | 0 | 0 | 0 |
| sequential | 0.0154 | 0.0168 | 0.120 | 0.00134 |
| combinational | 0.282 | 0.578 | 1.32 | 0.296 |
-- metal layers --
metal  track usage  vias to the layer above  share of wire
met5             0                        -              0
met4        0.0236                        0         0.0070
met3        0.0186                        4          0.076
met2         0.429                       95           0.45
met1         0.420                     1195           0.47
li1              -                     1288              -
-- kinds of logic after synthesis --
family / count (synthesis) / share of synthesized area
buffers and inverters: 41 / 0.0715
and+or+nand+nor: 113 / 0.210
adders and majority gates: 38 / 0.243
muxes: 15 / 0.0741
latches: 15 / 0.0932
xor gates and xnor gates: 20 / 0.0725
AOI/OAI and AO/OA: 89 / 0.236
-- worst max-delay path by stage --
stage / start / end / slack, ps / cells after the start
CTS: DATA2[0] / ZERO / 90 / 9
finish: DATA2[0] / ZERO / 80 / 9
global route: DATA2[0] / ZERO / 7 / 9
-- metrics by stage --
stage / instance area [sq um] / TNS [ps] / total power [mW] / hold WS [ps] / utilization
after global routing: 3190 / 0 / 0.656 / 2580 / 0.563
after floorplan: 2420 / 0 / 0.377 / 1840 / -
after global placement: 3120 / -462 / 0.574 / 2820 / 0.550
after CTS: 3190 / 0 / 0.598 / 2520 / 0.563
after detailed placement: 3120 / -420 / 0.584 / 2840 / 0.550
final: 3190 / 0 / 0.595 / 2530 / 0.563
-- worst max-delay path: stages --
cell and delay [ps]:
clkdlybuf4s50_1 420, ha_2 220, fa_2 440, a21oi_2 180, o21bai_1 90, xor2_1 150, nor4_1 180, nor4bb_2 230
dlygate4sd2_1 230
-- sequential cells by signal (all words and copies together) (netlist names) --
signal                       count
alu_shift.shifter.mux36.OUT      1
alu_shift.shifter.mux35.OUT      1
alu_shift.shifter.mux33.OUT      1
alu_shift.shifter.mux32.OUT      1
alu_shift.shifter.mux31.OUT      1
RESULT                           8
alu_shift.shifter.mux37.OUT      1
alu_shift.shifter.mux34.OUT      1
-- cell type report --
type | instances | area (sq um)
fill | 558 | 2480
multi-input combinational | 275 | 2090
timing repair buffer | 82 | 693
sequential | 15 | 225
inverter | 26 | 97.6
tap | 72 | 90.1
-- timing repair --
action,CTS,global route
endpoints found under the setup margin,1,0
gates resized,15,0
endpoints found under the hold margin,0,0
No activity file was given, so power comes from the tool's default toggle rates.
